File: flow/config.mk
export PLATFORM = sky130hd
export DESIGN_NAME = SevenHexDecoder
export DESIGN_NICKNAME = SevenHexDecoder
export VERILOG_FILES = /design/flow/design.v
export SDC_FILE = /design/flow/constraint.sdc
export NUM_CORES = 4
export LEC_CHECK = 1
export CORE_AREA = 10 10 71 71
export DIE_AREA = 0 0 81 81
File: flow/constraint.sdc
current_design SevenHexDecoder

set clk_period 2.8
set clk_io_pct 0.2

create_clock -name clk0 -period $clk_period

set non_clock_inputs [all_inputs -no_clocks]
set_input_delay [expr $clk_period * $clk_io_pct] -clock clk0 $non_clock_inputs
set_output_delay [expr $clk_period * $clk_io_pct] -clock clk0 [all_outputs]
File: flow/design.v
module SevenHexDecoder (
	input        [5:0] i_num,
	output logic [6:0] o_seven_ten,
	output logic [6:0] o_seven_one
);
parameter D0 = 7'b1000000;
parameter D1 = 7'b1111001;
parameter D2 = 7'b0100100;
parameter D3 = 7'b0110000;
parameter D4 = 7'b0011001;
parameter D5 = 7'b0010010;
parameter D6 = 7'b0000010;
parameter D7 = 7'b1011000;
parameter D8 = 7'b0000000;
parameter D9 = 7'b0010000;
always_comb begin
	case(i_num)
		6'h0: begin o_seven_ten = D0; o_seven_one = D0; end
		6'h1: begin o_seven_ten = D0; o_seven_one = D1; end
		6'h2: begin o_seven_ten = D0; o_seven_one = D2; end
		6'h3: begin o_seven_ten = D0; o_seven_one = D3; end
		6'h4: begin o_seven_ten = D0; o_seven_one = D4; end
		6'h5: begin o_seven_ten = D0; o_seven_one = D5; end
		6'h6: begin o_seven_ten = D0; o_seven_one = D6; end
		6'h7: begin o_seven_ten = D0; o_seven_one = D7; end
		6'h8: begin o_seven_ten = D0; o_seven_one = D8; end
		6'h9: begin o_seven_ten = D0; o_seven_one = D9; end
		6'ha: begin o_seven_ten = D1; o_seven_one = D0; end
		6'hb: begin o_seven_ten = D1; o_seven_one = D1; end
		6'hc: begin o_seven_ten = D1; o_seven_one = D2; end
		6'hd: begin o_seven_ten = D1; o_seven_one = D3; end
		6'he: begin o_seven_ten = D1; o_seven_one = D4; end
		6'hf: begin o_seven_ten = D1; o_seven_one = D5; end
		6'h10: begin o_seven_ten = D1; o_seven_one = D6; end
		6'h11: begin o_seven_ten = D1; o_seven_one = D7; end
		6'h12: begin o_seven_ten = D1; o_seven_one = D8; end
		6'h13: begin o_seven_ten = D1; o_seven_one = D9; end
		6'h14: begin o_seven_ten = D2; o_seven_one = D0; end
		6'h15: begin o_seven_ten = D2; o_seven_one = D1; end
		6'h16: begin o_seven_ten = D2; o_seven_one = D2; end
		6'h17: begin o_seven_ten = D2; o_seven_one = D3; end
		6'h18: begin o_seven_ten = D2; o_seven_one = D4; end
		6'h19: begin o_seven_ten = D2; o_seven_one = D5; end
		6'h1a: begin o_seven_ten = D2; o_seven_one = D6; end
		6'h1b: begin o_seven_ten = D2; o_seven_one = D7; end
		6'h1c: begin o_seven_ten = D2; o_seven_one = D8; end
		6'h1d: begin o_seven_ten = D2; o_seven_one = D9; end
		6'h1e: begin o_seven_ten = D3; o_seven_one = D0; end
		6'h1f: begin o_seven_ten = D3; o_seven_one = D1; end
		6'h20: begin o_seven_ten = D3; o_seven_one = D2; end
		6'h21: begin o_seven_ten = D3; o_seven_one = D3; end
		6'h22: begin o_seven_ten = D3; o_seven_one = D4; end
		6'h23: begin o_seven_ten = D3; o_seven_one = D5; end
		6'h24: begin o_seven_ten = D3; o_seven_one = D6; end
		6'h25: begin o_seven_ten = D3; o_seven_one = D7; end
		6'h26: begin o_seven_ten = D3; o_seven_one = D8; end
		6'h27: begin o_seven_ten = D3; o_seven_one = D9; end
		6'h28: begin o_seven_ten = D4; o_seven_one = D0; end
		6'h29: begin o_seven_ten = D4; o_seven_one = D1; end
		6'h2a: begin o_seven_ten = D4; o_seven_one = D2; end
		6'h2b: begin o_seven_ten = D4; o_seven_one = D3; end
		6'h2c: begin o_seven_ten = D4; o_seven_one = D4; end
		6'h2d: begin o_seven_ten = D4; o_seven_one = D5; end
		6'h2e: begin o_seven_ten = D4; o_seven_one = D6; end
		6'h2f: begin o_seven_ten = D4; o_seven_one = D7; end
		6'h30: begin o_seven_ten = D4; o_seven_one = D8; end
		6'h31: begin o_seven_ten = D4; o_seven_one = D9; end
		6'h32: begin o_seven_ten = D5; o_seven_one = D0; end
		6'h33: begin o_seven_ten = D5; o_seven_one = D1; end
		6'h34: begin o_seven_ten = D5; o_seven_one = D2; end
		6'h35: begin o_seven_ten = D5; o_seven_one = D3; end
		6'h36: begin o_seven_ten = D5; o_seven_one = D4; end
		6'h37: begin o_seven_ten = D5; o_seven_one = D5; end
		6'h38: begin o_seven_ten = D5; o_seven_one = D6; end
		6'h39: begin o_seven_ten = D5; o_seven_one = D7; end
		6'h3a: begin o_seven_ten = D5; o_seven_one = D8; end
		6'h3b: begin o_seven_ten = D5; o_seven_one = D9; end
		6'h3c: begin o_seven_ten = D6; o_seven_one = D0; end
		6'h3d: begin o_seven_ten = D6; o_seven_one = D1; end
		6'h3e: begin o_seven_ten = D6; o_seven_one = D2; end
		6'h3f: begin o_seven_ten = D6; o_seven_one = D3; end
		default: begin o_seven_ten = D0;o_seven_one = D0; end
	endcase
end
endmodule
File: flow/run.sh
#!/bin/bash
# OpenROAD 26Q1-2900-gdf79404cd8, Yosys 0.63+post, stock flow scripts
make -C /OpenROAD-flow-scripts/flow DESIGN_CONFIG=/design/flow/config.mk WORK_HOME=/design/flow/orfs finish
==> run summary <==
Yosys cell count -> 135
Row count -> 22
Worst Max-Slew Pin Slew -> 332 ps
Slew Limit Headroom -> 0.776
CP Launch Type -> primary input
Gate Count Post-Synth -> 135
Boundary pin count -> 20
Adder Share, Synth -> 0.0978
Aoi share -> 0.369
Port buffer count -> 20
P_leak -> 0.668 nW
Initial antenna violation count -> 0
Netlist Area Pre-Place -> 896 um^2
Core area -> 3630 um^2
Gr ovfl total -> 0
Status -> finished, final reports clean
DRT Pass-1 Iters -> 4
Yosys warnings -> 1
Post-DP HPWL -> 2.38 mm
Worst setup margin -> 92.2 ps
Floorplan utilization -> 0.247
Max FO, Critical Path -> 11
Total number of vias -> 1217
Area growth, synth to finish -> 68.9%
Clock share of power -> 0
YS chip area -> 896 um^2
Netlist cell types -> 40
VDD IR max -> 52.6 uV
Switching Fraction -> 0.442
Register area -> 0 um^2
Remaining antenna violation count -> 0
Critical path arrival -> 2150 ps
First-pass GRT wire length -> 5.57 mm
Seq share, synth -> 0
Residual DRC -> 0
Log Warnings -> 38
XOR-XNOR Cells, Area Fraction -> 0.0196
Post-layout period usage -> 0.967
RSZ-0062 raised after global routing -> false
Max Fclk -> 369 MHz
Final setup vio count -> 0
Largest net degree at the start of global routing -> 13
Die Ht -> 81 um
Fin crit period -> 2710 ps
Number of global-route vias before repair -> 1171
Layout cells sized above 1 -> 0.399
PD cells -> 155 nW/um^2
Main logic family -> AND-OR/OR-AND gates
# clk buffers -> 0
Max-slew violations -> 0
Drt initial violations -> 59
Layout Utilization -> 0.416
Final hold vios -> 0
Via density -> 5.16
Cell-internal power -> 0.131 mW
Pre-CTS setup slack -> -442 ps
Chip area -> 6560 um^2
Sequential share of power -> 0
Mapped Avg Cell Area -> 6.64 um^2
Die boundary width -> 81 um
Comb pwr share -> 1.000
Hold Crit Class -> in -> out
WP data required -> 2240 ps
Gpl congestion -> 0.899
Routed len/inst -> 13.6 um
Simple share -> 0.274
Switch Pwr -> 0.104 mW
Number of max-cap violations -> 0
MUX share of area -> 0.117
Worst setup path class -> in -> out
Hold WS -> 1640 ps
Total GRT Usage -> 0.100
Antenna Cells -> 0
Final wirelength -> 3.22 mm
Worst setup EP type -> primary output
Flip-flops -> 0
## routing by layer
layer,routed length (um),up-vias,GRT usage
met5,0,-,0
met4,27,0,0.00865
met2,1490,33,0.167
li1,-,612,-
met1,1510,570,0.143
met3,192,2,0.00668
## synthesized netlist by cell type
master / n / area [um^2]
a21boi_1: 1 / 7.51
o31ai_2: 1 / 12.5
a22oi_1: 2 / 15.0
and2_1: 2 / 12.5
or3b_1: 1 / 8.76
mux2_2: 4 / 45.0
o21ai_0: 9 / 45.0
and3b_1: 1 / 8.76
nand3_1: 4 / 20.0
nand2b_1: 4 / 25.0
nor2_1: 13 / 48.8
o21ai_1: 1 / 5.00
a211oi_1: 4 / 30.0
a221oi_1: 4 / 35.0
a21oi_1: 7 / 35.0
nor3b_1: 1 / 7.51
buf_6: 2 / 22.5
o22ai_1: 1 / 6.26
xnor2_1: 2 / 17.5
inv_1: 5 / 18.8
a32oi_1: 1 / 8.76
nand2_1: 10 / 37.5
buf_2: 10 / 50.1
nor2b_1: 3 / 18.8
a2111oi_0: 1 / 8.76
o2bb2ai_1: 1 / 8.76
nor3_1: 6 / 30.0
a221o_1: 2 / 20.0
inv_2: 1 / 3.75
ha_1: 7 / 87.6
and3_1: 1 / 6.26
or2_2: 1 / 6.26
o31ai_1: 4 / 30.0
o211ai_1: 1 / 7.51
a31oi_1: 5 / 31.3
mux2i_1: 6 / 60.1
or2b_1: 2 / 15.0
a221oi_2: 1 / 15.0
a211o_1: 1 / 8.76
buf_4: 2 / 15.0
## kinds of logic after synthesis
group | after synthesis
AOI/OAI and AO/OA | 47
muxes | 10
and+or+nand+nor | 49
adders and majority gates | 7
xor gates and xnor gates | 2
buffers and inverters | 20
## cells in the final DEF (no fill, tap or decap), types with 3 or more instances in the layout
cell             netlist  final
nor2b_1                3      3
inv_2                  1      4
clkdlybuf4s50_1        0      8
nand2b_1               4      4
a31oi_1                5      5
a21oi_1                7      6
nand3_1                4      4
dlygate4sd2_1          0      7
buf_4                  2     44
nand2_1               10     10
a221oi_2               1      3
mux2i_1                6      4
mux2_2                 4      4
o31ai_1                4      4
a211oi_1               4      3
nor3_1                 6      6
o21ai_0                9      7
ha_2                   0      4
nor2_1                13     13
## worst max-delay path, stage by stage
cell	delay [ps]
dlygate4sd2_1	270
buf_12	160
buf_4	140
nor2b_1	160
buf_4	140
nand3_1	70
o31ai_1	110
clkdlybuf4s50_1	530
## worst paths after layout
kind | start | endpoint | slack [ps] | cells past startpoint
worst max-delay path | i_num[2] | o_seven_ten[3] | 90 | 8
worst min-delay path | i_num[4] | o_seven_one[6] | 1640 | 4
## final cells by class
cell class / instances / area (um^2)
multi-input cells: 115 / 847
inverters: 6 / 22.5
repair buffers: 67 / 583
fillers: 381 / 2120
well taps: 48 / 60.1
## per-stage QoR
| stage | TNS (ps) | std cells | instance area (um^2) | power, mW |
|---|---|---|---|---|
| after floorplan | 0 | 135 | 896 | 0.109 |
| after CTS | 0 | 235 | 1490 | 0.229 |
| after detailed placement | -3000 | 228 | 1390 | 0.216 |
| after global placement | -2900 | 228 | 1390 | 0.216 |
| after global routing | 0 | 236 | 1510 | 0.258 |
| final | 0 | 236 | 1510 | 0.234 |
## power by group through the flow
stage / Sequential [mW] / Clock [mW] / Combinational, mW
final: 0 / 0 / 0.234
after global routing: 0 / 0 / 0.258
after CTS: 0 / 0 / 0.229
## what timing repair did
item	in CTS	in global routing
hold buffers	0	0
pin swaps	7	4
gates resized	28	11
gates cloned	1	0
endpoints found under the setup margin	14	3
setup buffers	6	1
No activity file was given, so power comes from the tool's default toggle rates.
